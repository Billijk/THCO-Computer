**/design/flow/run.sh**
```bash
#!/bin/bash
# OpenROAD 26Q1-2900-gdf79404cd8, Yosys 0.63+post, stock flow scripts
make -C /OpenROAD-flow-scripts/flow DESIGN_CONFIG=/design/flow/config.mk WORK_HOME=/design/flow/orfs finish
```
**/design/flow/design.v**
```verilog
module regs (
    input wire clk,
    input wire rst,
    input wire re1,      
    input wire re2,      
    input wire[3:0] reg1Addr,
    input wire[3:0] reg2Addr,
    input wire[15:0] regData,
    input wire[3:0] regAddr,
    input wire we,       
    output reg[15:0] reg1Data,
    output reg[15:0] reg2Data,
	 output reg[15:0] led
);
reg[15:0] registers[11:0];
always @(posedge clk) begin
    if (rst == 1'b0) begin
        registers[0] <= 16'd0;
        registers[1] <= 16'd0;
        registers[2] <= 16'd0;
        registers[3] <= 16'd0;
        registers[4] <= 16'd0;
        registers[5] <= 16'd0;
        registers[6] <= 16'd0;
        registers[7] <= 16'd0;
        registers[8] <= 16'hfe00;    
        registers[9] <= 16'd0;       
        registers[10] <= 16'd0;      
        registers[11] <= 16'd0;      
    end else begin
        if (we == 1'b1) begin
            registers[regAddr] <= regData;
        end
    end
end
always @(registers[0], registers[1], registers[2],
		registers[3], registers[4], registers[5], registers[6],
		registers[7], registers[8], registers[9], registers[10],
		registers[11], re1, re2, we, reg1Addr, reg2Addr, regAddr, regData) begin
    if (re1 == 1'b1 && we == 1'b1 && reg1Addr == regAddr) begin
        reg1Data = regData;
    end else if (re1 == 1'b1) begin
        reg1Data = registers[reg1Addr];
    end else begin
        reg1Data = 16'd0;
    end
    if (re2 == 1'b1 && we == 1'b1 && reg2Addr == regAddr) begin
        reg2Data = regData;
    end else if (re2 == 1'b1) begin
        reg2Data = registers[reg2Addr];
    end else begin
        reg2Data = 16'd0;
    end
	 led = registers[2];
end
endmodule
```
**/design/flow/config.mk**
```make
export PLATFORM = sky130hd
export DESIGN_NAME = regs
export DESIGN_NICKNAME = regs
export VERILOG_FILES = /design/flow/design.v
export SDC_FILE = /design/flow/constraint.sdc
export NUM_CORES = 4
export LEC_CHECK = 1
export CORE_UTILIZATION = 30
```
**/design/flow/constraint.sdc**
```tcl
current_design regs

set clk_period 5.6
set clk_io_pct 0.2

create_clock -name clk0 -period $clk_period [get_ports {clk}]

set non_clock_inputs [all_inputs -no_clocks]
set_input_delay [expr $clk_period * $clk_io_pct] -clock clk0 $non_clock_inputs
set_output_delay [expr $clk_period * $clk_io_pct] -clock clk0 [all_outputs]
```
==> flow_summary.toml <==
# generated from flow reports
[sta]
post-route-period-util = 0.8683
min_period_ns = 4.863
relSlewSlack = 0.3535
setup_viol = 0
final_hold_viol_count = 0
tightest_slew_ns = 0.9698
drv_slew = 0
rsz0062_at_grt = "no"
timing.hold.ws_ns = 1.386
fmax_mhz = 205.6
tns_ns = 0

[clock_tree]
cts_inserted_buffers = 26
cts_resized = 0
cts_tree = "yes"
htreeDepth = 1
cts_num_sinks = 256
clkTransAtPathRegs_ns = 0.06
cts_buffer_depth = 3
cts_root_buf = "clkbuf_16"
postCtsSetupRepairBufs = 0
cts_hold_buf = 0

[drt]
detail_route.iter0.violations = 395
dr.pass1.iters = 5
drt-wirelength-per-cell_um = 24.91
via_per_inst = 5.245
ant_nets = 0
vias = 8036
drc = 0
antenna_cells = 0
wirelength_um = 38160

[worst_setup_path]
crit_family = "buffers and inverters"
worstPathRequired_ns = 4.48
crit_path_frequent_cell = "clkdlybuf4s50_1"
crit_chain = "clkdlybuf4s50_1 > xor2_1 > nor4_4 > buf_4 > a22o_1 > clkdlybuf4s50_1"
endpoint_kind = "output pin"
worstSetupPathType = "primary input to output pin"
critPathLaunchType = "primary input"
slowest_stage = "nor4_4"
critical_path.max_fanout = 9
crit_buf_inv = 3
arrival_ns = 3.74
max_stage_delay_ns = 0.79

[global_route]
antenna_found_initial = 0
grt_first_pass_wirelength_um = 56350
grt_overflow_total = 0
grt_pass1_vias = 8851
grt_max_degree = 46
grt_usage = 0.1848

[floorplanning]
row_count = 77
die-width_um = 213.3
die_h_um = 213.3
design.core.area_mm2 = 0.04412
initCoreUtil = 0.3036
die-area_mm2 = 0.04551
pin_count = 81

[cells_and_area]
top_regs = "registers: 256 flops"
final_core_util = 0.3584
fin_cells = 1532
num-fill-cells = 4143
largest_reg_flops = 256
syn2layout_area_growth_pct = 18.05
lay_top_count = "edfxtp_1"
regMostFlops = "registers"
layout_top_cells = "256 x edfxtp_1, 187 x and2_1, 128 x mux4_2"
drive_above_1_share = 0.2457

[yosys]
yosysChipArea_mm2 = 0.01340
syn_avg_cell_area_um2 = 15.95
synthesis.instances = 840
area_leaders = "edfxtp_1 57%, mux4_2 22%, and2_1 8.7%"
synth-async-reset-ratio = 0
top_area_cell = "edfxtp_1"
edf_count = 256
netlist.area_leader.share = 0.5738
yosys_cells = 840
synth.cell_area_mm2 = 0.01340
numSynthFlops = 256
ys.flop_type = "edfxtp_1"
ys_seq_frac = 0.5738
ys_types = 27
ys_warn_count = 1

[pwr]
p_total_w = 0.004449
p_leak_nw = 5.263
ir_worst_vdd_uv = 202.5
powerDensity_mw_per_mm2 = 281.3

[place]
place_hpwl_um = 24530
routabilityCongestion = 0.8661
numPortBuffers = 80
place_inst = 1484

[job]
warning_count = 25
drv_cap = 0

[hold_path]
hp-class = "primary input to register"

[status]
status = "finished, final reports clean"
[metal layers]
metal | GRT usage | part of all wire
met5 | 0 | 0
met4 | 0.05074 | 0.034
met3 | 0.09371 | 0.11
met2 | 0.2959 | 0.50
met1 | 0.2263 | 0.36
[cell usage after synthesis, types with 3 or more instances]
| cell | number |
|---|---|
| a22o_1 | 32 |
| a22oi_1 | 64 |
| and2_1 | 187 |
| buf_1 | 7 |
| buf_2 | 15 |
| buf_4 | 6 |
| buf_6 | 6 |
| clkbuf_1 | 44 |
| edfxtp_1 | 256 |
| mux4_2 | 128 |
| nand2_1 | 34 |
| nand2b_1 | 6 |
| nor2_1 | 14 |
| nor2b_1 | 4 |
| nor3_1 | 3 |
| o21ai_0 | 7 |
| or3_1 | 8 |
| xor2_1 | 6 |
[power breakdown]
| group | total (W) | switching [W] | internal [W] |
|---|---|---|---|
| logic | 0.000559 | 0.000284 | 0.000275 |
| registers | 0.00224 | 0.0000440 | 0.00220 |
| clock network | 0.00165 | 0.000719 | 0.000930 |
[layout make-up]
| type | count | area [µm²] | share of cell area |
|---|---|---|---|
| clock buffers | 34 | 701.9 | 0.04438 |
| clock inverters | 14 | 98.84 | 0.006250 |
| multi-input cells | 506 | 5374 | 0.3398 |
| flip-flops and latches | 256 | 7687 | 0.4860 |
| well taps | 592 | 740.7 | 0.04683 |
| repair buffers | 130 | 1214 | 0.07673 |
[kinds of logic after synthesis]
group / synth area share
and+or+nand+nor: 0.1161
muxes: 0.2152
buffers and inverters: 0.02830
xor gates and xnor gates: 0.005230
DFF: 0.5738
AOI/OAI and AO/OA: 0.06145
[metrics by stage]
stage	setup WS, ns	area, µm²
after floorplan	2.100	13400
after global routing	0.5553	15820
after global placement	0.6768	15020
final	0.7373	15820
after CTS	0.6430	15820
after detailed placement	0.6574	15020
[worst paths after layout]
path | startpoint | endpoint | cells after the start
setup / recovery | regAddr[2] | reg1Data[11] | 6
hold / removal | regData[11] | registers[12][11] | 2
